===== flow/run.sh =====
#!/bin/bash
# OpenROAD 26Q1-2900-gdf79404cd8, Yosys 0.63+post, stock flow scripts
make -C /OpenROAD-flow-scripts/flow DESIGN_CONFIG=/design/flow/config.mk WORK_HOME=/design/flow/orfs finish

===== flow/config.mk =====
export PLATFORM = sky130hd
export DESIGN_NAME = Branch_Mechanism
export DESIGN_NICKNAME = Branch_Mechanism
export VERILOG_FILES = /design/flow/design.v
export SDC_FILE = /design/flow/constraint.sdc
export NUM_CORES = 4
export LEC_CHECK = 1
export CORE_UTILIZATION = 50

===== flow/constraint.sdc =====
current_design Branch_Mechanism

set clk_period 11.7
set clk_io_pct 0.2

create_clock -name clk0 -period $clk_period [get_ports {clock}]

set non_clock_inputs [all_inputs -no_clocks]
set_input_delay [expr $clk_period * $clk_io_pct] -clock clk0 $non_clock_inputs
set_output_delay [expr $clk_period * $clk_io_pct] -clock clk0 [all_outputs]

===== flow/design.v =====
`timescale 1ns / 1ps
module Branch_Mechanism(
    pc_in,
    branch_address,
    branch_control_signal,
    funct,
    alu_flags,
    clock,
    reset,
    pc_next,
    read_1,
	 pc_plus
    );
	 input [31:0] branch_address, pc_in, read_1;
    input [1:0] branch_control_signal;
    input clock, reset;
	 input [2:0] alu_flags;
	 output reg [31:0] pc_next,pc_plus;
	 input [4:0] funct;
	 reg [2:0] prev_flag;
	 always @(posedge clock) begin
		if(reset)
			prev_flag <= 3'b000;
		else
			prev_flag <= alu_flags;
	 end
	 always @(*)
	 begin
		pc_plus <= pc_in+32'd1;
		if(reset) pc_next<=32'd0;
		else begin
					case(branch_control_signal)
						2'b01: begin
									case(funct)
										5'b00000:begin
														pc_next<=read_1;
													end
										5'b00001:begin
                                          if(alu_flags[1]==1'b1) pc_next<=branch_address;
                                          else pc_next<=pc_in+32'd1;
														end
                              5'b00010:begin
                                          if(alu_flags[0]==1'b1) pc_next<=branch_address;
                                          else pc_next<=pc_in+32'd1;	
                                          end														
                              5'b00011:begin
                                          if(alu_flags[0]==1'b0) pc_next<=branch_address;
                                          else pc_next<=pc_in+32'd1;
														end
                              default: pc_next<=pc_in+32'd1;
                           endcase
                  end
                  2'b10: begin
						         case(funct)
										5'b00000:begin
														pc_next<=branch_address;
													end
										5'b00001:begin
                                          if(prev_flag[2]==1'b1) pc_next<=branch_address;
                                          else pc_next<=pc_in+32'd1;
														end
                              5'b00010:begin
                                          if(prev_flag[2]==1'b0) pc_next<=branch_address;
                                          else pc_next<=pc_in+32'd1;
														end
										default: begin pc_next<=pc_in+32'd1; end 
                           endcase
                  end
                  2'b11: begin
                           pc_next<=branch_address;
                         end
               default: begin
                          pc_next<=pc_in+32'd1;
                        end
           endcase
       end
    end
endmodule

==> deck_impl_summary.md <==
Implementation Results

Logic synthesis
  – Synthesis area per yosys: 2620 µm²
  – Post-synth EDFFs: 0
  – Synthesized area: 2620 µm²
  – Top-count cell post-synth: nand2_1
  – Yosys warns: 1
  – Area share of the leading cell type in the synthesized netlist: under 10%
  – Synth area leader: a21oi_1
  – Syn_area_per_cell: 6.26 µm²
  – Flops out of synthesis: 1
  – Yosys stat cell total: 419
  – Ys flop type: dfxtp_1
  – Cell Type Count: 65
  – Ys async rst share: 0%
  – Post-synth top cells: 49 x nand2_1, 48 x a21oi_1, 31 x nand3_1
  – Part of the Yosys area used for sequential elements: less than 1%
  – Cell area leaders: a21oi_1 9.2%, nand2_1 7.0%, xnor2_1 6.3%
  – Synth Instances: 419

Global route
  – Pin count of the biggest net entering global routing: 42
  – Initial antenna violation count: 0
  – GRT overflow: 0
  – Vias in the first global route: 3813
  – First-pass GRT wire length: 18100 µm
  – GRT Total Usage: between 40% and 50%

Timing
  – Fmax: 130 MHz
  – Setup TNS: 0 ps
  – Cycle use final: between 60% and 70%
  – Final-report max-slew violation count: 0
  – Slew @ Worst Pin: 924 ps
  – Tmin final: 7700 ps
  – Unrepaired setup endpoints after global routing: no
  – Final Hold Fails: 0
  – Max_slew headroom: a little under two fifths
  – # setup viols final: 0

Drt
  – Drc violations: 0
  – # diodes: 0
  – Initial drt markers: between 600 and 700
  – Vias: 4149
  – TritonRoute pass-1 iters: 8
  – Post-DR vias/cell: roughly 6.5
  – Antenna viol nets, final: 0
  – Wire per inst: 18.4 µm
  – Routed WL: 11700 µm

Setup path
  – Arrival @ worst endpoint: 5360 ps
  – Top delay family on crit path: buffers and inverters
  – Critical path type: input port to output port
  – Worst Path Buf+Inv: 2
  – CP max stage cell: clkdlybuf4s50_1
  – Worst Setup Start Kind: input port
  – Critical path required time: 9360 ps
  – Crit-path max FO: 13
  – CP Capture Type: output port
  – Crit-path cells: clkdlybuf4s50_1 -> nand2b_1 -> o21a_1 -> and2_1 -> o21ai_0 -> o21ai_0 -> a221oi_1 -> clkdlybuf4s50_1
  – Max incr delay on CP: 750 ps

Clock tree
  – Setup Buffers After CTS: 0
  – Cts repair resizes: 0
  – Clock transition at path regs: 0 ps
  – Post-CTS Hold Buffers: 0

Flow run
  – Max cap viols: 0
  – Tool warnings: 30

Worst hold path
  – Hold EP: prev_flag[2]
  – Worst hold path class: input port to flip-flop
  – Hold Startpoint: alu_flags[2]
  – Cells on Worst Hold Path: 2

Finish
  – Top reg by flops: prev_flag
  – Layout cells sized above 1: 4.76%
  – Largest register FFs: 1
  – Biggest registers after layout: prev_flag (1)
  – Syn-to-layout area delta: 64.0%
  – Layout fillers: 322

Floorplan
  – Floorplan Utilization: between 50% and 60%
  – Die area: ~5500 µm²
  – Core area: between 5000 and 6000 µm²
  – Die width: 74.4 µm
  – IO Pins: around 170
  – Site Rows: 26
  – Die Ht: 74.4 µm

Place
  – Final Wtd Congestion: around 1
  – Port Buffers: ~170
  – Dpl hpwl: 8970 µm

Pwr
  – Leakage dissipation: about 1.6 nW
  – Total power: 0.154 mW
  – PwrDens: about 36 nW/µm²
  – VDD IR max: 0.0274 mV

Outcome
  – Run status: finished clean
[area by class of cell]
cell class	instances	area, µm²	area share [%]
Tap cell	70	87.6	2.03
Inverter	15	56.3	1.31
Timing Repair Buffer	179	1770	41.2
Sequential cell	1	20.0	0.465
Multi-Input combinational cell	372	2370	55.0
[per-stage QoR]
stage                     util (%)  std cells  area [µm²]  worst slack [ps]  hold slack (ps)
final                         84.8        637        4300              4000             2920
after detailed placement      84.8        637        4300              4070             2930
after CTS                     84.8        637        4300              4080             2930
after global routing          84.8        637        4300              3830             2940
after global placement        84.8        637        4300              4140             2900
after floorplan                  -        419        2620              5580             2470
[metal layers]
layer	routed length [µm]	track usage [%]	vias to the layer above
met5	0	0	-
met4	469	18.4	0
met3	1400	7.14	48
met2	5300	65.8	317
met1	4570	57.3	1877
li1	-	-	1907
[power by group]
part	internal, mW	switching [mW]
logic	0.0841	0.0659
registers	0.00367	0.000183
clock network	0	0
total	0.0878	0.0661
[cells in the final DEF (no fill, tap or decap), types with 4 or more instances in the layout]
cell type / instances
a211oi_1: 6
mux2i_1: 4
inv_1: 14
a22o_1: 5
nand3_1: 31
nand2b_1: 6
and3_1: 8
o31ai_1: 5
o21ai_0: 20
clkdlybuf4s50_1: 171
nor2_1: 28
nand4_1: 9
a31oi_1: 6
xor2_1: 9
a32o_1: 4
o2bb2ai_1: 5
a221oi_1: 12
a21oi_1: 48
xnor2_1: 19
or3_1: 4
o221ai_1: 4
nand2_1: 49
o211ai_1: 12
buf_4: 8
nor3_1: 21
a32oi_1: 5
[cells by family (layout without fill, tap and decap cells)]
family,Yosys count,in the layout,synth area share [%]
simple gates,174,174,33.1
compound gates,159,159,42.6
buf+inv,46,194,8.96
xor+xnor,31,31,11.2
mux,7,7,2.81
fa+ha+maj,1,1,0.477
flops,1,1,0.763
[how the worst max path moves through the flow]
stage | startpoint | to | depth (start not counted)
CTS | funct[1] | pc_next[2] | 8
global route | funct[1] | pc_next[2] | 8
finish | funct[1] | pc_next[2] | 8
Power and IR drop assume default switching activity.
