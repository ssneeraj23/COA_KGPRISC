### /design/flow/run.sh
#!/bin/bash
# OpenROAD 26Q1-2900-gdf79404cd8, Yosys 0.63+post, stock flow scripts
make -C /OpenROAD-flow-scripts/flow DESIGN_CONFIG=/design/flow/config.mk WORK_HOME=/design/flow/orfs finish
### /design/flow/config.mk
export PLATFORM = sky130hd
export DESIGN_NAME = ALU
export DESIGN_NICKNAME = ALU
export VERILOG_FILES = /design/flow/design.v
export SDC_FILE = /design/flow/constraint.sdc
export NUM_CORES = 4
export LEC_CHECK = 1
export CORE_UTILIZATION = 40
### /design/flow/constraint.sdc
current_design ALU

set clk_period 14.4
set clk_io_pct 0.2

create_clock -name clk0 -period $clk_period

set non_clock_inputs [all_inputs -no_clocks]
set_input_delay [expr $clk_period * $clk_io_pct] -clock clk0 $non_clock_inputs
set_output_delay [expr $clk_period * $clk_io_pct] -clock clk0 [all_outputs]
### /design/flow/design.v
`timescale 1ns / 1ps
`timescale 1ns / 1ps
module ALU(
     in1,
     in2,
     shamt,
    control,
    out,
     flag
);
parameter size=32;
parameter c = 4;
input [size-1:0] in1;
input [size-1:0] in2;
input [c:0] shamt;
input [c-1:0] control;
output reg [size-1:0] out;
output reg [2:0] flag;
wire [size-1:0] sum;
wire [size-1:0] comp;
wire [size-1:0] shmt_final;
wire carrysum = 0;
wire ifequal;
assign shmt_final = control[3]==0  ? {27'b0, shamt} : in2 ;  
wire [size-1:0] diff_out;
diff dif(.in1(in1), .in2(in2), .out(diff_out), .ifequal(ifequal));
always @(*) begin
        flag[0] = in1 == 32'b0 ? 1'b1 : 1'b0;
		flag[1] = in1[31] == 1'b1 ? 1'b1 : 1'b0;
        case(control[2:0])
            3'b000: 
                begin
                    out = in1+in2;
                    flag[2] = carrysum;
                end
            3'b001:
                begin
                    out = ~in2 + 1'b1;
                    flag[2] = 1'b0;
                end
            3'b010:
                begin
                    out=diff_out;
                    flag[2] = 1'b0;
                end    
            3'b011:
                begin
                    out = in1&in2;
                    flag[2] = 1'b0;
                end
            3'b100:
                begin
                    out = in1^in2;
                    flag[2] = 1'b0;
                end
            3'b101:
                begin
                    out = in1 << shmt_final;
                    flag[2] = 1'b0;
                end
            3'b110:
                begin
                    out = in1 >> shmt_final;
                    flag[2] = 1'b0;
                end
            3'b111:
                begin
                    out = in1 >>> shmt_final;
                    flag[2] = 1'b0;
                end
            default:
                begin
                    out = 32'b0;
                    flag[2] = 1'b0;
                end
        endcase
    end
endmodule
`timescale 1ns / 1ps
`timescale 1ns / 1ps
module diff(
     in1,
     in2,
     out,
     ifequal
);
input [31:0] in1;
input [31:0] in2;
output reg[31:0] out;
output reg ifequal;
wire [31:0] xorr;
assign xorr = in1^in2;
always @(*)
      begin
		  ifequal<=1'b0;
		  out<=32'd2;
      end  
endmodule
==> results.txt <==
Notes on the flow run.

- For this run, the final setup violation count is recorded as 0.
- During placement, the flow inserted port buffers numbering 107.
- The number of global-route vias before repair is 8,016, for reference.
- At the end of routability-driven placement, the weighted congestion stood at 1.023.
- The die boundary width is 133.2 um, for reference.
- The power density normalized to cell area is 42.89 nW/um^2, for reference.
- The post-synthesis share of cell area spent on and-or and or-and gates is 28.95%, for reference.
- The cell type that accounts for the most area after synthesis is sky130_fd_sc_hd__mux4_2.
- The portion of synthesized area spent on multiplexers is 26.79%.
- The number of resized instances in the post-cts repair step is 0, for reference.
- Setup repair after global routing left no endpoint under its margin.
- Per the run report, area growth between synthesis and finish was 17.78%.
- The portion of synthesized cell area occupied by the leading cell type is 13.09%, for reference.
- Sequential cells were found to cover 0% of the synthesized design area.
- Per the OpenROAD power report, leakage power amounts to 0.002966 uW.
- The number of warnings in the stage logs is 32, for reference.
- The synthesized netlist has a Yosys-reported chip area of 6884 um^2.
- Yosys mapped the design onto 74 distinct sky130hd cell types.
- The placeable core region is 16,700 um^2, for reference.
- The final route contains 8,556 vias.
- The class of the worst hold path is in -> out, for reference.
- The overall die size recorded for this design is 17,740 um^2.
- The detail route stage leaves a number of antenna-violating nets equal to 0.
- The number of clock-tree buffers in the layout is 0, for reference.
- Looking at the max-slew report, the worst-margin pin has a slew of 1029 ps.
- The site row count is 47, for reference.
- The shortest clock period the worst path allows after layout is 10,050 ps, for reference.
- The critical path class is in -> out, for reference.
- In the post-synthesis netlist, the biggest area contributors are sky130_fd_sc_hd__mux4_2 (13%), sky130_fd_sc_hd__mux2i_1 (11%), sky130_fd_sc_hd__nor2_1 (7.1%), sky130_fd_sc_hd__ha_1 (6.0%), sky130_fd_sc_hd__nand2_1 (5.2%).
- The sort of element at the end of the critical path is an output port, for reference.
- Entering global routing, the biggest net connects 51 pins.
- The most frequently used cell type in the post-synthesis netlist is sky130_fd_sc_hd__nor2_1, for reference.
- The sequential cell area is 0 um^2, for reference.
- The total congestion overflow is 0, for reference.
- The worst relative slew slack is 30.96%, for reference.
- The number of antenna violations at the first check in global routing is 0, for reference.
- Per the final layout report, the fraction of cells sized above drive strength 1 comes to 9.293%.
- The worst endpoint data arrival time is 7170 ps, for reference.
- The mapped cell area is 6884 um^2, for reference.
- Each instance of the synthesized netlist takes up on average 6.982 um^2.
- After the first detailed-routing iteration, the DRC count stood at 878.
- The kind of start point of the critical path is a primary input, for reference.
- The total track usage is 38.71%, for reference.
- Per the detailed-route log, wirelength across all metal layers totals 33,580 um.
- After detailed routing, the average wire length per cell comes to 26.80 um.
- The final max-slew violation count recorded for this run is 0.
- In this run the post-CTS setup repair buffer count came out at 0.
- The run finished with clean final reports.
- For this design the top-level I/O count stands at 108.
- In the synthesized netlist, the cells that appear most often are sky130_fd_sc_hd__nor2_1 (131), sky130_fd_sc_hd__nand2_1 (96), sky130_fd_sc_hd__mux2i_1 (74).
- The maximum vdd drop is 0.00004123 V, for reference.
- The area fraction in full adders, half adders and majority gates is 6.289%, for reference.
- In the Yosys report the total cell count is 986.
- The data required time at the worst endpoint is 11,520 ps, for reference.
- Across the run, the number of max-cap violations was 0.
- The share of the core area taken by cells at floorplan is 41.22%.
- The first-pass GRT wire length is 50,160 um, for reference.
- The final cell utilization of the core is 48.55%, for reference.
- The die is 133.2 um tall.
- After detailed routing, the number of vias per cell comes to 6.828.
- The final timing report lists a hold violation count of 0.
- The count of antenna diodes in the layout is 0, for reference.
- For this run the detailed placement stage logged an HPWL of 26,060 um.
- Summing the areas of all and, or, nand and nor instances in the mapped netlist gives 26.17% of the synthesized area.
- The share of the synthesized netlist area taken by xor and xnor gates is 6.234%, for reference.
- The placement-stage worst setup slack is 4388 ps, for reference.
- The number of instances in the synthesized netlist is 986, for reference.
- The highest clock frequency the design can meet is 99.46 MHz, for reference.
- The worst path uses 69.82% of the clock period.
- After detailed routing, the number of remaining DRC violations is 0.
- The setup slack after layout is 4346 ps, for reference.
- Of all nets on the critical path, the largest fanout is 27.
- The count of sequential standard cells is 0, for reference.
- The number of warnings reported in the yosys synthesis log is 2, for reference.
- The number of buffers inserted by hold repair at cts is 0, for reference.
- In the synthesized netlist, the dominant kind of combinational cell is AND-OR/OR-AND gates.
- The number of search-and-repair iterations in the first detailed-routing pass is 5, for reference.
- The final total negative setup slack is 0 ps, for reference.
placed cells by master (no fill, tap or decap), drive strengths merged, types with 23 or more instances in the layout:
cell type      instances
o21ai                 58
nor2                 131
mux2i                 74
mux4                  40
ha                    33
nand3                 39
clkdlybuf4s50        107
a21oi                 61
nand2                 98
o211ai                23
xor2                  24
nor3                  34
xnor2                 25
through the flow:
step,hold WS [ps],cell area [um^2],cells,power [uW]
global placement,6889,8108,1253,341.7
CTS,6889,8108,1253,341.2
detailed placement,6883,8108,1253,339.4
global route,6917,8108,1253,371.8
floorplan,5826,6884,986,209.3
finish,6885,8108,1253,347.7
layer usage:
metal,track usage [%],part of all wire (%),up-vias
met2,61.95,47,500
met3,4.856,7.5,87
met4,15.78,4.6,0
li1,-,-,3912
met1,53.50,41,4057
met5,0,0,-
cell type report:
| cell class | instances | area (um^2) |
|---|---|---|
| multi-input combinational | 893 | 6555 |
| inverter | 11 | 41.29 |
| tap | 220 | 275.3 |
| fill | 1766 | 8593 |
| timing repair buffer | 129 | 1236 |
final timing paths:
path	startpoint	to	slack [ps]	cells after the start
worst max-delay path	in2[14]	out[21]	4350	9
worst min-delay path	in1[31]	flag[1]	6880	2
power by group:
part           internal (uW)  switching [uW]  total [uW]
combinational            148             199         348
sequential                 0               0           0
clock                      0               0           0
critical path, stage by stage:
cell and delay [ps]:
sky130_fd_sc_hd__clkdlybuf4s50_1 510, sky130_fd_sc_hd__or4_4 610, sky130_fd_sc_hd__or3_1 590, sky130_fd_sc_hd__o41a_1 450
sky130_fd_sc_hd__buf_4 250, sky130_fd_sc_hd__a211oi_1 840, sky130_fd_sc_hd__a221oi_1 220, sky130_fd_sc_hd__a22oi_1 290
sky130_fd_sc_hd__clkdlybuf4s50_1 520
cell families after synthesis:
logic type                 Yosys count
AOI/OAI and AO/OA                  292
xor gates and xnor gates            49
adders and majority gates           34
buffers and inverters               93
muxes                              132
other                                1
and+or+nand+nor                    385
Power is estimated from default activity; no workload was simulated.
