### flow/design.v
`timescale 1ns / 1ps
`timescale 1ns/1ps
module Reg_file(
    input [4:0] reg1,
    input [4:0] reg2,
    input  reg_write,
    input reg_dest,
    input [31:0] write_data,
    output [31:0] read1,
    output [31:0] read2,
    input clock,
    input reset
    );
    reg [31:0] register[31:0];
    always @(posedge clock) begin
        if(reset) begin
            register[0] <= 0;
            register[1] <= 0;
            register[2] <= 0;
            register[3] <= 0;
            register[4] <= 0;
            register[5] <= 0;
            register[6] <= 0;
            register[7] <= 0;
            register[8] <= 0;
            register[9] <= 0;
            register[10] <= 0;
            register[11] <= 0;
            register[12] <= 0;
            register[13] <= 0;
            register[14] <= 0;
            register[15] <= 0;
            register[16] <= 0;
            register[17] <= 0;
            register[18] <= 0;
            register[19] <= 0;
            register[20] <= 0;
            register[21] <= 0;
            register[22] <= 0;
            register[23] <= 0;
            register[24] <= 0;
            register[25] <= 0;
            register[26] <= 0;
            register[27] <= 0;
            register[28] <= 0;
            register[29] <= 0;
            register[30] <= 0;
            register[31] <= 0;
        end else begin
            case(reg_write)
                1'b0:
                    begin
                        case(reg_dest)
                        1'b1:
                            begin
                                register[5'd31]<=write_data;
                            end
                        default:
                            begin
                            end  
                        endcase          
                    end
                1'b1:
                    begin
                        case(reg_dest)
                        1'b0:
                            begin
                                register[reg1]<=write_data;
                            end
                        1'b1:
                            begin
                                register[reg2]<=write_data;     
                            end
                        endcase
                    end
            endcase
        end
    end
    assign read1 = register[reg1];
    assign read2 = register[reg2];
endmodule
### flow/config.mk
export PLATFORM = sky130hd
export DESIGN_NAME = Reg_file
export DESIGN_NICKNAME = Reg_file
export VERILOG_FILES = /design/flow/design.v
export SDC_FILE = /design/flow/constraint.sdc
export NUM_CORES = 4
export LEC_CHECK = 1
export CORE_UTILIZATION = 30
### flow/constraint.sdc
current_design Reg_file

set clk_period 23.2
set clk_io_pct 0.2

create_clock -name clk0 -period $clk_period [get_ports {clock}]

set non_clock_inputs [all_inputs -no_clocks]
set_input_delay [expr $clk_period * $clk_io_pct] -clock clk0 $non_clock_inputs
set_output_delay [expr $clk_period * $clk_io_pct] -clock clk0 [all_outputs]
### flow/run.sh
#!/bin/bash
# OpenROAD 26Q1-2900-gdf79404cd8, Yosys 0.63+post, stock flow scripts
make -C /OpenROAD-flow-scripts/flow DESIGN_CONFIG=/design/flow/config.mk WORK_HOME=/design/flow/orfs finish
==> run summary <==
impl run done, here's what came out: Slew @ Worst Pin=about 0.85 ns, CTS tree=yes, Total Neg Setup Slack=0 ns, Setup crit start kind=primary input, CP most frequent cell=buf_4, kind of critical path=in -> out, area growth from synthesis to layout=13.2%, Yosys reg bits=1024, min Tclk post-route=13.66 ns, post-CTS sizing=0, Max Cap Violations=0, buffers added on ports=109, number of setup buffers added after CTS=0, sequential share of the synthesized area=a little over half, chip width=about 430 um, Commonest Layout Cell=mux2i_1, chip height=434 um, std cell rows=158, core area=185000 sq um, Core Util at FP=30.2%, Sw Pwr=1.14 mW, Gate Area=23800 sq um, IO Count=between 100 and 150, total wire length=190000 um, internal power=3.24 mW, Largest register FFs=1024, Slew Limit Headroom=42.9%, WP buf/inv=5, crit path max fanout=55, hold crit path type=in -> reg, CP max-delay cell=buf_4, total CTS buffers=between 100 and 150, Vias=37.9k, power per cell area=69.1 nW/um^2, Final HPWL DP=109000 um, Seq. cell area=30700 sq um, RePlAce Congestion=between 0.8 and 0.9, crit-path max cell delay=0.75 ns, largest net degree at the start of global routing=just under 90, Reg clk slew, reported paths=roughly 0.060 ns, dpl cells=6972, final total power=4.37 mW, Gate Count Post-Synth=approximately 4.7k, H-tree levels=3, Worst path top cell family by delay=buffers and inverters, clock buffer depth=3, synthesized area=about 56000 sq um, synth warn=1, Seq pwr share=between 50% and 60%, Leak=23.9 nW, Clk pwr share=37.2%, maximum clock frequency=73.2 MHz, Setup crit end kind=output pin, post-route ant nets=0, count of final hold-check violations=0, Logic pwr share=around 13%, Yosys chip area=55900 sq um, top flop regs=register (1024), Unique cell types=33, Net Sw Frac=26.0%, Final Slew Violations=0, Top reg by flops=register, maximum VDD drop=0.0000634 V, Tcrit/Tclk final=58.9%, Top Layout Cells=mux2i_1, edfxtp_1, and2_1, nand2_1, nand3_1, worst-path cell chain=buf_8 > buf_4 > buf_4 > buf_4 > mux2i_1 > a22o_1 > nor3_1 > a31oi_1 > nand3_1 > clkdlybuf4s50_1, Vias/cell=5.29, initial DRC count=2283, GRT Util Overall=a little over a fifth, Clock Sinks=1024, 1st-pass router iterations=5, ys cells=between 4k and 5k, initial antenna violation count=14, share of post-route cells with drive strength above 1=8.44%, Fillers=roughly 18k, DRC Markers=0, first-pass GRT wire length=271000 um, Remaining Overflow, GRT=0, RSZ-0062 raised after global routing=no, chip area=around 190000 sq um, Avg Cell Area, Syn=between 10 and 15 sq um, required time of the critical path=around 19 ns, clock root cell=clkbuf_16, vias in the first global route=just under 40k, final setup vio count=0, OpenROAD warnings=26, fin cells=7162, Avg WL per Cell=approximately 26 um, Hold Buf Count CTS=0, status=complete, no violations, Arrival @ worst endpoint=between 9 and 10 ns
==> power groups by stage <==
stage	registers (mW)	logic, mW	clock network [mW]
5_1_grt	2.20	0.587	1.72
4_1_cts	2.19	0.551	1.65
6_report	2.19	0.553	1.63
==> per-layer routing <==
| layer | wire [um] | global-route usage [%] |
|---|---|---|
| met1 | 69200 | 25.1 |
| met2 | 85800 | 31.6 |
| met3 | 26000 | 12.5 |
| met4 | 8690 | 7.84 |
| met5 | 37 | 0.208 |
==> cells by family after synthesis <==
family	synth area share, %
AND/OR/NAND/NOR	15.8
multiplexers	18.5
flip-flops	55.0
AND-OR/OR-AND	7.32
buffers and inverters	3.43
==> final cells by class <==
class / count / area share, %
Sequential cell: 1024 / 48.6
Tap cell: 2480 / 4.90
Antenna cell: 1 / 0.00395
Multi-Input combinational cell: 3181 / 37.6
Timing Repair Buffer: 286 / 3.94
Inverter: 1 / 0.00593
Clock inverter: 53 / 0.680
Clock buffer: 136 / 4.34
==> through the flow <==
stage	utilization [%]	setup WS (ns)	cell area, sq um	hold WS [ns]
6_report	34.2	9.54	63300	4.83
3_3_place_gp	32.5	9.53	60100	5.59
2_1_floorplan	-	12.46	55900	4.84
5_1_grt	34.2	9.38	63300	4.84
4_1_cts	34.2	9.53	63300	4.80
3_5_place_dp	32.5	9.53	60100	5.60
==> path summary, 6_finish.rpt <==
kind	depth (start not counted)	end	start	slack, ns
max	10	read2[30]	reg2[0]	9.54
min	3	register[25][15]$_SDFFCE_PN0P_	write_data[15]	4.83
==> synth_stat cells <==
| cell type | instances | area share [%] |
|---|---|---|
| a21oi_1 | 192 | 1.7 |
| a22o_1 | 128 | 2.0 |
| a22oi_1 | 192 | 2.6 |
| a31oi_1 | 64 | 0.72 |
| and2_1 | 994 | 11 |
| and3_1 | 1 | 0.011 |
| buf_1 | 37 | 0.25 |
| buf_2 | 102 | 0.91 |
| buf_4 | 22 | 0.30 |
| clkbuf_1 | 289 | 1.9 |
| clkbuf_2 | 3 | 0.027 |
| edfxtp_1 | 1024 | 55 |
| inv_1 | 1 | 0.0067 |
| mux2_2 | 2 | 0.040 |
| mux2i_1 | 1026 | 18 |
| mux2i_2 | 2 | 0.049 |
| mux2i_4 | 2 | 0.081 |
| nand2_1 | 205 | 1.4 |
| nand2b_1 | 5 | 0.056 |
| nand3_1 | 194 | 1.7 |
| nand3b_1 | 2 | 0.027 |
| nand3b_4 | 1 | 0.036 |
| nor2_1 | 22 | 0.15 |
| nor2_2 | 2 | 0.022 |
| nor2_4 | 8 | 0.16 |
| nor2b_1 | 36 | 0.40 |
| nor3_1 | 65 | 0.58 |
| nor3b_1 | 1 | 0.013 |
| o21ai_0 | 30 | 0.27 |
| o311ai_0 | 1 | 0.016 |
| o32a_1 | 1 | 0.018 |
| or2_2 | 3 | 0.034 |
| or3b_1 | 2 | 0.031 |
Power is estimated from default activity; no workload was simulated.
